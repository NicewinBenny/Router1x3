### /design/flow/config.mk
export PLATFORM = sky130hd
export DESIGN_NAME = router_top
export DESIGN_NICKNAME = router_top
export VERILOG_FILES = /design/flow/design.v
export SDC_FILE = /design/flow/constraint.sdc
export NUM_CORES = 4
export LEC_CHECK = 1
export CORE_UTILIZATION = 40
export SYNTH_HDL_FRONTEND = slang
### /design/flow/constraint.sdc
current_design router_top

set clk_period 3.4
set clk_io_pct 0.2

create_clock -name clk0 -period $clk_period [get_ports {clk}]

set non_clock_inputs [all_inputs -no_clocks]
set_input_delay [expr $clk_period * $clk_io_pct] -clock clk0 $non_clock_inputs
set_output_delay [expr $clk_period * $clk_io_pct] -clock clk0 [all_outputs]
### /design/flow/design.v
interface router_if(input bit clock); 
logic [7:0] data_in;
logic [7:0] data_out;
logic resetn;
logic pkt_valid;
logic error;
logic busy;
logic valid_out;
logic read_enb;
clocking src_drv @(posedge clock);
default input #1 output #1;
output data_in;
output pkt_valid;
output resetn;
input busy;
input error;
endclocking
clocking src_mon @(posedge clock);
default input #1 output #1;
input data_in;
input pkt_valid;
input busy;
input error;
endclocking
clocking des_drv @(posedge clock);
default input #1 output #1;
input valid_out;
output read_enb;
endclocking
clocking des_mon @(posedge clock);
default input #1 output #1;
input data_out;
input read_enb;
endclocking
modport SRC_DRV_MP(clocking src_drv);
modport SRC_MON_MP(clocking src_mon);
modport DES_DRV_MP(clocking des_drv);
modport DES_MON_MP(clocking des_mon);
endinterface
module router_fifo(clk,rst,rd_en,we,din,dout,full,empty,sft_rst,lfd_state);
input clk,rst,rd_en,we,sft_rst,lfd_state;
input [7:0]din;
output reg [7:0]dout;
output full,empty;
reg [8:0]mem[15:0];
reg [4:0]wrp,rdp;
reg [6:0]count;
reg lfd_state_t;
always@(posedge clk)
begin
	if(!rst)
		lfd_state_t<=0;
	else
		lfd_state_t<=lfd_state;
end
always@(posedge clk)
begin
	if(!rst)
		count<=7'h0;
	else if(sft_rst)
		count<=7'h0;
	else if(rd_en && !empty)
		begin
			if(mem[rdp[3:0]][8]==1)
				count<=mem[rdp[3:0]][7:2]+1'b1;
		else if(count!=0)
		count<=count-1'b1;
end
end
always@(posedge clk)
begin
	if(!rst)
		dout<=8'h0;
	else if(sft_rst)
		dout<=8'hz;
	else if(rd_en&&!empty)
		dout<=mem[rdp[3:0]][7:0];
		else 
		dout<=8'hz;
end
always@(posedge clk)
begin
	if(!rst)
		mem[wrp[3:0]][8:0]<=9'h0;
	else if(sft_rst)
		mem[wrp[3:0]][8:0]<=9'h0;
	else if(we&&!full)
	begin
	if(lfd_state_t)
	begin
	mem[wrp[3:0]][8]<=1;
	mem[wrp[3:0]][7:0]<=din;
	end
	else
	begin
	mem[wrp[3:0]][8]<=0;
	mem[wrp[3:0]][7:0]<=din;
	end
	end
end
always@(posedge clk)
begin
	if(!rst)
		wrp<=5'h0;
	else if(sft_rst)
		wrp<=5'h0;
	else if(we &&!full)
		wrp<=wrp+1'b1;
end
always@(posedge clk)
begin
	if(!rst)
		rdp<=5'h0;
	else if(sft_rst)
		rdp<=5'h0;
	else if (rd_en && !empty)
		rdp<=rdp+1'b1;
end
assign full=((wrp=={~rdp[4],rdp[3:0]})&&(rdp==0))? 1'b1:1'b0;
assign empty =(wrp==rdp)||(sft_rst==1)? 1'b1:1'b0;
endmodule
module rfsm(clk,rst,parity_done,pkt_vld,sft_rst0,sft_rst1,sft_rst2,fifo_full,low_pkt_vld,fifo_empty0,fifo_empty1,fifo_empty2,din,busy,detect_add,ld_state,laf_state,full_state,write_enb_reg,rst_int_reg,lfd_state);
input clk,rst,parity_done,pkt_vld,sft_rst0,sft_rst1,sft_rst2,fifo_full,low_pkt_vld,fifo_empty0,fifo_empty1,fifo_empty2;
input [1:0]din;
output busy,detect_add,ld_state,laf_state,full_state,write_enb_reg,rst_int_reg,lfd_state;
parameter DECODE_ADDRESS = 3'b000,
	  WAIT_TILL_EMPTY=3'b001,
	  LOAD_FIRST_DATA = 3'b010,
	  LOAD_DATA = 3'b011,
	  LOAD_PARITY=3'b100,
	  FIFO_FULL_STATE=3'b101,
	  LOAD_AFTER_FULL=3'b110,
	  CHECK_PARITY_ERROR=3'b111;
reg [1:0] addr;
reg [2:0] state,next;
always @(posedge clk)
begin
	if(!rst)
		addr<=0;
	else
		addr<=din;
end
always@(posedge clk)
begin
	if(!rst)
		state<=DECODE_ADDRESS;
		else if(sft_rst0||sft_rst1||sft_rst2)
		state<=DECODE_ADDRESS;
	else
		state<=next;
end
always@(*)
begin
next=DECODE_ADDRESS;
	case(state)
		DECODE_ADDRESS:
		begin
			if((pkt_vld & din[1:0]==0 & fifo_empty0)|(pkt_vld & din[1:0]==1 & fifo_empty1)|(pkt_vld & din[1:0]==2 & fifo_empty2))
				next=LOAD_FIRST_DATA;
			else if((pkt_vld & din[1:0]==0 & fifo_empty0)|(pkt_vld & din[1:0]==1 & fifo_empty1)|(pkt_vld & din[1:0]==2 & fifo_empty2))
				next=WAIT_TILL_EMPTY;
			else
				next=DECODE_ADDRESS;
				end
		WAIT_TILL_EMPTY:
		begin
			if(fifo_empty0 &&(addr==2'd0)||fifo_empty1&&(addr==2'd1)||fifo_empty2&&(addr==2'd2))
				next=LOAD_FIRST_DATA;
			else
				next=WAIT_TILL_EMPTY;
				end
		LOAD_FIRST_DATA:
			next=LOAD_DATA;
		LOAD_DATA:
		begin
			if(!fifo_full && !pkt_vld)
				next=LOAD_PARITY;
			else if(fifo_full)
				next=FIFO_FULL_STATE;
			else
				next=LOAD_DATA;
				end
		LOAD_PARITY:
			next=CHECK_PARITY_ERROR;
		FIFO_FULL_STATE:
		begin
			if(fifo_full)
				next=FIFO_FULL_STATE;
			else 
				next=LOAD_AFTER_FULL;
				end
		LOAD_AFTER_FULL:
			begin
		   if(!parity_done && low_pkt_vld)
				next=LOAD_PARITY;
			else if(!parity_done && !low_pkt_vld)
				next=LOAD_DATA;
	   		else if(parity_done)
				next=DECODE_ADDRESS;
				end
		CHECK_PARITY_ERROR:
		begin
			if(fifo_full)
				next=FIFO_FULL_STATE;
			else if(!fifo_full)
				next=DECODE_ADDRESS;
				end
	endcase
end
assign lfd_state=(state==LOAD_FIRST_DATA)? 1'b1:1'b0;
assign detect_add=(state==DECODE_ADDRESS)? 1'b1:1'b0;
assign ld_state=(state==LOAD_DATA)? 1'b1:1'b0;
assign full_state=(state==FIFO_FULL_STATE)? 1'b1:1'b0;
assign laf_state=(state==LOAD_AFTER_FULL)? 1'b1:1'b0;
assign write_enb_reg=((state==LOAD_DATA)||(state==LOAD_PARITY)||(state==LOAD_AFTER_FULL))? 1'b1:1'b0;
assign rst_int_reg=(state==CHECK_PARITY_ERROR)? 1'b1:1'b0;
assign busy=((state==DECODE_ADDRESS)||(state==LOAD_DATA))? 1'b0:1'b1;
endmodule
module router_reg(clk,rst,pkt_vld,din,fifo_full,rst_int_reg,detect_add,ld_state,laf_state,full_state,lfd_state,parity_done,low_pkt_vld,err,dout);
input clk,rst,pkt_vld,fifo_full,rst_int_reg,detect_add,ld_state,laf_state,full_state,lfd_state;
input [7:0]din;
output reg parity_done,low_pkt_vld,err;
output reg [7:0]dout;
reg [7:0] packet_parity,header,internal_parity,fifo_full_state;
always@(posedge clk)
begin
	if(!rst)
		dout<=0;
	else if(lfd_state)
		dout<=header;
	else if(pkt_vld&&ld_state&&!fifo_full)
		dout<=din;
	else if(ld_state&&fifo_full)
	begin
	  fifo_full_state<=din;
	    if(laf_state)
			dout<=fifo_full_state;
			end
		else if(~pkt_vld)
	dout<=din;
	else
		dout<=dout;
end
always@(posedge clk)
begin
	if(!rst)
		header<=0;
	else if(detect_add && pkt_vld&&din[1:0]!=2'b11)
		header<=din;
	else
		header<=header;
end
always@(posedge clk)
begin
	if(!rst)
		low_pkt_vld<=0;
	else if(rst_int_reg)
		low_pkt_vld<=0;
	else if(ld_state && !pkt_vld)
		low_pkt_vld<=1;
	else
		low_pkt_vld<=low_pkt_vld;
end
always@(posedge clk)
begin
	if(!rst)
		packet_parity<=8'd0;
	else if(detect_add)
		packet_parity<=8'd0;
	else if((ld_state&&!pkt_vld&&!fifo_full)||(laf_state&&!parity_done&&low_pkt_vld))
		packet_parity<=din;
		else
		packet_parity<=packet_parity;
end
always@(posedge clk)
begin
	if(!rst)
		internal_parity<=8'd0;
	else if(detect_add)
		internal_parity<=8'd0;
	else if(lfd_state&&pkt_vld)
		internal_parity<=internal_parity^header;
	else if(ld_state && pkt_vld&&!full_state)
		internal_parity<=internal_parity^din;
        else
	 internal_parity<=internal_parity;
 end
always@(posedge clk)
begin
	if(!rst)
		parity_done<=1'b0;
	else if(detect_add)
		parity_done<=1'b0;
	else if((ld_state&&!pkt_vld&&!fifo_full)||(laf_state&&!parity_done&&low_pkt_vld))
		parity_done<=1'b1;
		else
		parity_done<=parity_done;
end
always@(posedge clk)
begin
	if(!rst)
		err<=0;
	else if(parity_done)
	begin
		if(internal_parity==packet_parity)
			err<=1'b0;
		else
			err<=1'b1;
	end
	else
		err<=0;
end
endmodule
module rsynch(detect_add,data_in,wrt_enb_reg,clk,rst,rd_en0,rd_en1,rd_en2,empty_0,empty_1,empty_2,full0,full1,full2,sft_rst0,sft_rst1,sft_rst2,vld_out0,vld_out1,vld_out2,fifo_full,wrt_enb);
input detect_add,wrt_enb_reg,clk,rst,rd_en0,rd_en1,rd_en2,empty_0,empty_1,empty_2,full0,full1,full2;
input [1:0] data_in;
output reg sft_rst0,sft_rst1,sft_rst2,fifo_full;
output vld_out0,vld_out1,vld_out2;
output reg [2:0]wrt_enb;
reg [1:0]fifo_add;
reg [4:0] count_sft_rst0,count_sft_rst1,count_sft_rst2;
wire w0,w1,w2;
always @(posedge clk)
begin
	if(!rst)
		fifo_add<=2'd0;
	else if(detect_add)
		fifo_add<=data_in;
end
always@(*)
begin
	if(wrt_enb_reg)
	begin
		case (fifo_add)
			2'b00:wrt_enb=3'b001;
			2'b01:wrt_enb=3'b010;
			2'b10:wrt_enb=3'b100;
			2'b11:wrt_enb=3'b000;
		endcase
	end
	else
		wrt_enb=3'b000;
end
always@(*)
begin
	case(fifo_add)
		2'b00:fifo_full=full0;
		2'b01:fifo_full=full1;
		2'b10:fifo_full=full2;
		2'b11:fifo_full=1'b0;
	endcase
end
assign vld_out0=!empty_0;
assign vld_out1=!empty_1;
assign vld_out2=!empty_2;
always @(posedge clk)
begin
	if(!rst)
	begin
	count_sft_rst0<=1;
	sft_rst0<=0;
        end
	else if(!vld_out0)
	begin
		count_sft_rst0<=1;
		sft_rst0<=0;
	end
	else if(rd_en0)
	begin
		count_sft_rst0<=1;
		sft_rst0<=0;
	end
        else if(w0)
	begin
		count_sft_rst0<=1;
		sft_rst0<=1;
	end
        else
	begin
		count_sft_rst0<=count_sft_rst0+1;
		sft_rst0<=0;
	end
end
always @(posedge clk)
begin
	if(!rst)
	begin
	count_sft_rst1<=1;
	sft_rst1<=0;
        end
	else if(!vld_out1)
	begin
		count_sft_rst1<=1;
		sft_rst1<=0;
	end
	else if(rd_en1)
	begin
		count_sft_rst1<=1;
		sft_rst1<=0;
	end
        else if(w1)
	begin
		count_sft_rst1<=1;
		sft_rst1<=1;
	end
        else
	begin
		count_sft_rst1<=count_sft_rst1+1;
		sft_rst1<=0;
	end
end
always @(posedge clk)
begin
	if(!rst)
	begin
	count_sft_rst2<=1;
	sft_rst2<=0;
        end
	else if(!vld_out2)
	begin
		count_sft_rst2<=1;
		sft_rst2<=0;
	end
	else if(rd_en2)
	begin
		count_sft_rst2<=1;
	sft_rst2<=0;
	end
        else if(w2)
	begin
		count_sft_rst2<=5'b1;
		sft_rst2<=1'b1;
	end
        else
	begin
		count_sft_rst2<=count_sft_rst2+1;
		sft_rst2<=1'b0;
	end
end
assign w0=(count_sft_rst0==5'd30)? 1'b1:1'b0;
assign w1=(count_sft_rst1==5'd30)? 1'b1:1'b0;
assign w2=(count_sft_rst2==5'd30)? 1'b1:1'b0;
endmodule
module router_top(clk,rst,din,rd_en0,rd_en1,rd_en2,pkt_vld,vld_out0,vld_out1,vld_out2,dout0,dout1,dout2,busy,err);
input clk,rst,rd_en0,rd_en1,rd_en2,pkt_vld;
input [7:0] din;
output vld_out0,vld_out1,vld_out2,busy,err;
output [7:0]dout0,dout1,dout2;
wire [2:0]write_enb;
wire [7:0]dout;
wire empty0,empty1,empty2,full0,full1,full2,sft_rst0,sft_rst1,sft_rst2,lfd_state,detect_add,ld_state,laf_state,full_state,write_enb_reg,rst_int_reg,low_pkt_vld,parity_done,fifo_full;
rfsm FSM(clk,rst,parity_done,pkt_vld,sft_rst0,sft_rst1,sft_rst2,fifo_full,low_pkt_vld,empty0,empty1,empty2,din[1:0],busy,detect_add,ld_state,laf_state,full_state,write_enb_reg,rst_int_reg,lfd_state);
rsynch SYN(detect_add,din[1:0],write_enb_reg,clk,rst,rd_en0,rd_en1,rd_en2,empty0,empty1,empty2,full0,full1,full2,sft_rst0,sft_rst1,sft_rst2,vld_out0,vld_out1,vld_out2,fifo_full,write_enb);
router_reg REG(clk,rst,pkt_vld,din,fifo_full,rst_int_reg,detect_add,ld_state,laf_state,full_state,lfd_state,parity_done,low_pkt_vld,err,dout);
router_fifo FIFO_0(clk,rst,rd_en0,write_enb[0],dout,dout0,full0,empty0,sft_rst0,lfd_state);
router_fifo FIFO_1(clk,rst,rd_en1,write_enb[1],dout,dout1,full1,empty1,sft_rst1,lfd_state);
router_fifo FIFO_2(clk,rst,rd_en2,write_enb[2],dout,dout2,full2,empty2,sft_rst2,lfd_state);
endmodule
### /design/flow/run.sh
#!/bin/bash
# OpenROAD 26Q1-2900-gdf79404cd8, Yosys 0.63+post, stock flow scripts
make -C /OpenROAD-flow-scripts/flow DESIGN_CONFIG=/design/flow/config.mk WORK_HOME=/design/flow/orfs finish
==> out/results.ini <==
[yosys]
ys_chip_area_um2 = 20600
area_leaders = edfxtp_1, mux4_2, dfxtp_1
ys_seq_share_pct = 69.7
synth_area_per_cell_um2 = 16.7
synthCells = 1237
top_cell_area_share_pct = 57.0
synthArstFlopShare_pct = 0
edf_count = 392
synth-seq-cells = 523
ff_type = edfxtp_1
ys_cells = 1237
yosysTopAreaCell = edfxtp_1
yosysWarnings = 0
synthesis.area_um2 = 20600
yosysUniqueCellTypes = 43

[place]
portBuffers = 42
dp_slack_ps = 609
routabilityCongestion = 0.813
dp_hpwl_mm = 26.3
post_dp_cell_area_um2 = 22000
post-place-cells = 1933

[floorplan]
fp.dieW_um = 229
io-pin-count = 43
fp-utilization_pct = 40.9
rows = 82
die_area_um2 = 52500
dieHeight_um = 229
core_area_um2 = 50500

[pwr]
power.density_nw_per_um2 = 555
p_leak_nw = 7.83
p_total_mw = 13.2
ir_drop_uv = 424

[clock_tree]
cts.htree.levels = 2
cts_resized = 0
post_cts_buffers = 0
cts_tree = built
cts_sinks = 523
clock_latency_ps = 600
cts_buffers = 52
ctsHoldBuffers = 0
clk_path_buf_depth = 3
clkTransAtPathRegs_ps = 60
cts_root_buf = clkbuf_16

[worst_setup_path]
cp_num_buf_inv = 1
cp_slowest_cell = dfxtp_1
critPathMaxStageDelay_ps = 520
path_class = register to primary output
regToRegSetupSlack_ps = 610
arrival_ps = 2530
rr_startpoint = FIFO_0.rdp[0]$_SDFFE_PP0P_
critical-path-top-delay-family = flip-flops
reg2reg_depth = 7
path_max_fanout = 10
cp-end-kind = primary output
crit_chain = xor2_1, nor4_2, a21oi_1, clkdlybuf4s50_1
crit_path_start_kind = register
worstPathRequired_ps = 2720
r2r-end = FIFO_0.mem[3][1]$_DFFE_PP_

[min_path]
min_delay_path_depth = 1
whs_endpoint = SYN.count_sft_rst1[0]$_SDFF_PP1_
min_from = SYN.count_sft_rst1[0]$_SDFF_PP1_
holdCritPathClass = register to register

[sta]
post-route-min-period_ps = 3210
max_freq_ghz = 0.312
hold_viol_final = 0
maxSlewViolCount = 0
skew_ps = 22.9
maxSlewHeadroom_pct = 47.2
setup_viol = 0
rsz0062_at_grt = false
setup_ws_ps = 190
period_used_pct = 94.4
tightest_slew_ps = 790
finalSetupTns_ps = 0

[routing]
routed_via_density = 5.18
wl_mm = 40.9
routed-via-count = 10507
n_antenna_cell = 0
drtPass1Iterations = 5
drc = 0
ant_nets = 0
drt_iter0_drc = 596
routedWlPerCell_um = 20.1

[global_routing]
grt_first_pass_wirelength_mm = 63.5
overflow = 0
grtUsageTotal_pct = 17.2
grt_max_degree = 37
first_global_vias = 10927
antenna_found_initial = 2

[final_layout]
fillers = 4223
layout.area.comb_um2 = 5930
drive_gt1_share_pct = 18.6
final_area_um2 = 23700
regArea_um2 = 14400
syn2layout_area_growth_pct = 15.0
instances_no_fill = 2030

[flow_run]
drv_cap = 0
warning_count = 40

[status]
status = completed

## per-stage QoR
step	hold WS [ps]	utilization (%)
after CTS	432	47.0
after global placement	416	43.6
final	431	47.0
after detailed placement	418	43.6
after floorplan	398	-
after global routing	459	47.0
## worst register-to-register path, cell delays in order, from the launching register on
cell	delay, ps
dfxtp_1	360
inv_1	100
ha_1	190
and4b_1	200
a21oi_1	530
nor2_1	190
nor3_1	340
and2_1	500
## logic make-up (layout without fill, tap and decap cells)
| logic type | count (synthesis) | count (layout) | synth area share [%] |
|---|---|---|---|
| flops | 523 | 523 | 69.7 |
| simple gates | 348 | 348 | 8.53 |
| mux | 141 | 141 | 14.1 |
| buf+inv | 77 | 198 | 1.53 |
| compound gates | 64 | 64 | 2.09 |
| xor+xnor | 60 | 60 | 2.55 |
| fa+ha+maj | 24 | 24 | 1.45 |
## worst max path at each step
stage              end                       start  depth (start not counted)
CTS           vld_out1  FIFO_1.wrp[3]$_SDFFE_PP0N_                          4
global route  vld_out1  FIFO_1.wrp[2]$_SDFFE_PP0N_                          4
finish        vld_out1  FIFO_1.wrp[3]$_SDFFE_PP0N_                          4
## sequential cells by signal, indices dropped and copies added (netlist names), 8 cells and up, named ones only
signal,count
FIFO_2.dout,8
FIFO_1.dout,8
REG.fifo_full_state,8
REG.packet_parity,8
REG.internal_parity,8
FIFO_1.mem,128
FSM.state,8
FIFO_0.dout,8
REG.dout,8
REG.header,8
FIFO_2.mem,128
FIFO_0.mem,128
## power by group
part           switching, mW  internal [mW]
registers             0.0632           6.85
logic                  0.225          0.253
clock network           2.37           3.42
total                   2.66           10.5
## layout make-up
type                    count  area share [%]
flip-flops and latches    523            60.7
multi-input cells         637            25.0
clock buffers              66            5.83
well taps                 672            3.54
repair buffers             83            3.21
clock inverters            31            1.47
inverters                  18           0.285
## cells in the mapped netlist (8+ instances only)
library cell,instances
a21oi_1,23
a22o_1,8
and2_1,70
buf_1,15
clkbuf_1,40
dfxtp_1,131
edfxtp_1,392
ha_1,24
inv_1,18
mux2i_1,21
mux4_2,120
nand2_1,44
nand2b_1,11
nand3_1,33
nand4_1,11
nor2_1,113
nor2b_1,17
nor3_1,17
nor3b_1,8
o21ai_0,13
o311a_1,8
xnor2_1,20
xor2_1,40
## metal layers
layer  vias up  wire [um]  global-route usage (%)
met4         4        908                    3.23
li1       4883          -                       -
met5         -         27                       0
met3        64       4500                    9.08
met1      5135      16800                    25.5
met2       421      18600                    24.5
## cells in the final DEF (no fill, tap or decap), types with 5 or more instances in the layout
cell | synthesis | final
a21oi_1 | 23 | 23
a22o_1 | 8 | 8
and2_1 | 70 | 70
buf_4 | 1 | 38
bufinv_16 | 0 | 7
clkbuf_1 | 40 | 11
clkbuf_16 | 0 | 52
clkdlybuf4s50_1 | 0 | 41
clkinv_1 | 0 | 7
clkinv_2 | 0 | 11
dfxtp_1 | 131 | 128
edfxtp_1 | 392 | 392
ha_1 | 24 | 24
inv_1 | 18 | 18
mux2i_1 | 21 | 21
mux4_2 | 120 | 120
nand2_1 | 44 | 44
nand2b_1 | 11 | 11
nand3_1 | 33 | 33
nand4_1 | 11 | 11
nor2_1 | 113 | 113
nor2b_1 | 17 | 17
nor3_1 | 17 | 17
nor3b_1 | 8 | 8
nor4_1 | 5 | 5
o21ai_0 | 13 | 13
o311a_1 | 8 | 8
or3_1 | 6 | 6
xnor2_1 | 20 | 20
xor2_1 | 40 | 40
Power figures rest on the tool's default switching activity, not on a simulated workload.
